`config.mk`:
```
export PLATFORM = sky130hd
export DESIGN_NAME = gcd_datapath
export DESIGN_NICKNAME = gcd_datapath
export VERILOG_FILES = /design/flow/design.v
export SDC_FILE = /design/flow/constraint.sdc
export NUM_CORES = 4
export LEC_CHECK = 1
export CORE_UTILIZATION = 40
```
`constraint.sdc`:
```
current_design gcd_datapath

set clk_period 6.6
set clk_io_pct 0.2

create_clock -name clk0 -period $clk_period [get_ports {clk}]

set non_clock_inputs [all_inputs -no_clocks]
set_input_delay [expr $clk_period * $clk_io_pct] -clock clk0 $non_clock_inputs
set_output_delay [expr $clk_period * $clk_io_pct] -clock clk0 [all_outputs]
```
`design.v`:
```
module PIPO( data_out, data_in, load, clk);
    input [15:0] data_in; input load , clk;
    output  reg [15:0] data_out;
    always @(posedge clk)
        if (load) data_out <= data_in;
endmodule 
module sub( out , in_1, in_2);
    input [15:0] in_1, in_2;
    output reg [15:0] out;
    always @(*)
        out = in_1 - in_2;
endmodule
module comparator( less_than , greater_than, equal, data_1, data_2);
    input [15:0] data_1, data_2;
    output  less_than,greater_than,equal;
    assign less_than = data_1 < data_2;
    assign greater_than= data_1> data_2;
    assign equal = (data_1 == data_2);
endmodule
module mux( out , in_0, in_1 , sel);
    input [15:0] in_0, in_1; input  sel;
    output [15:0] out;
    assign out = sel ? in_1 : in_0;
endmodule
module controller (  lda , ldb , sel1 ,sel2, sel_in, done , clk , less_than, greater_than, equal, start);
    input clk, less_than, greater_than, equal,start;
    output reg lda,ldb,sel1,sel2,sel_in,done;
    reg [2:0] state; 
    parameter s0= 3'b000, s1= 3'b001,s2= 3'b010,s3= 3'b011,s4= 3'b100,s5= 3'b101;
    always @ ( posedge clk)
        begin 
        case ( state )
        s0: if ( start) state <= s1;
        s1: state <=s2;
        s2: #2 if (equal) state <=s5;
                else if (less_than) state <= s3;
                else if (greater_than ) state <= s4;
        s3: #2 if (equal) state <=s5;
                else if (less_than) state <= s3;
                else if (greater_than ) state <= s4;
        s4: #2 if (equal) state <=s5;
                else if (less_than) state <= s3;
                else if (greater_than ) state <= s4;
        s5: state <= s5;
        default : state <= s0;
        endcase 
        end
    always @(state)
        begin 
        case (state)
        s0: begin sel_in = 1 ; lda = 1; ldb = 0 ; done = 0 ; end 
        s1: begin sel_in = 1 ; lda = 0 ; ldb = 1; done = 0 ; end 
        s2: if (equal ) done = 1; 
            else if ( less_than) begin sel1 = 1 ; sel2 = 0 ; sel_in= 0;
            #1 lda= 0; ldb = 1; end 
            else if ( greater_than) begin sel1 = 0 ; sel2 = 1 ; sel_in = 0 ; #1 lda = 1 ; ldb = 0; end 
        s3: if ( equal ) done =1 ; 
            else if ( less_than) begin sel1 = 1 ; sel2 = 0; sel_in = 0; #1 lda = 0 ; ldb = 1; end
            else if ( greater_than ) begin sel1 = 0; sel1 =1 ; sel_in = 0 ; end 
        s4: if ( equal) done = 1 ; 
            else if ( less_than) begin sel1 = 1 ; sel2 = 0; sel_in = 0 ; #1 lda =0; ldb =1 ; end 
            else if ( greater_than) begin sel1 = 0; sel2 = 1 ; sel_in = 0; #1 lda = 1; ldb = 0; end 
        s5: begin done =1 ; sel1 = 0; sel2 = 0; lda = 0; ldb = 0; end 
        default: begin lda = 0; ldb = 0 ; end 
        endcase
        end 
endmodule
module gcd_datapath( greater_than,less_than,equal,lda,ldb,sel1,sel2,sel_in,data_in,clk);
input lda,ldb, sel1, sel2, sel_in,clk; 
input [15:0] data_in;
output greater_than,less_than,equal;
wire [15:0] aout,bout,x,y,bus,subout;
PIPO A (aout , bus , lda, clk);
PIPO B ( bout, bus , ldb, clk);
mux mux_1( x,aout,bout,sel1);
mux mux_2(y , aout,bout,sel2);
mux mux_load ( bus, subout , data_in, sel_in);
sub sb( subout, x,y);
comparator cp( less_than, greater_than,equal,aout,bout);
endmodule
```
`run.sh`:
```
#!/bin/bash
# OpenROAD 26Q1-2900-gdf79404cd8, Yosys 0.63+post, stock flow scripts
make -C /OpenROAD-flow-scripts/flow DESIGN_CONFIG=/design/flow/config.mk WORK_HOME=/design/flow/orfs finish
```
==> out/qor.yml <==
power_report.internal_total_mw: 0.645
yosys.area_share.xor_xnor_pct: 2.55
synth-warning-count: 2
drcViolationCount: 0
count_of_tritonroute_iterations_in_the_first_routing_pass: 6
tritoncts: "yes"
timing_worst_slew_pin_value_ns: 0.810
grt_start_max_net_pins: 28
ys_sh_mux_pct: 12.0
placed_cells_incl_taps: 367
main_logic_family: "AND-OR/OR-AND gates"
min_delay_worst_endpoint: "B.data_out[0]"
synth-area-yosys_mm2: 0.00275
core_util_floorplan_pct: 42.3
outcome: "completed"
htree_levels: 2
routed_via_density: 5.52
postCtsSetupBuffers: 0
worstReg2RegEnd: "A.data_out[8]"
ff_latch_area_um2: 961
synth_flops: 32
synth_simple_gate_area_share_pct: 11.3
timing.critical_path.required_ns: 6.61
finalWirelength_um: 5780
design_area_mm2: 0.00312
boundaryPins: 25
clkSinkCount: 32
buffer_ports.inserted: 24
worstHoldStart: "B.data_out[0]"
vias_in_the_first_global_route: 2112
enable_flop_cells: 32
share_clk_of_total_power_pct: 12.8
fp-row-count: 29
final.period_utilization_pct: 66.3
grt_setup_unrepaired: "no"
grt_overflow: 0
worstHoldPathCells: 4
fill_cells: 586
chipHeight_um: 84.9
postSynth.asyncResetShare_pct: 0
max-cap-violations: 0
ys_dominant_reg_cell: "edfxtp_1"
cp_max_fo: 16
grt_first_pass_wirelength_um: 9870
combPwrFrac_pct: 56.0
rr_worst_depth: 9
adder_share_pct: 14.9
synth_compound_gate_area_share_pct: 18.9
crit-reg2reg-launch: "B.data_out[0]"
most-common-layout-cells: "edfxtp_1 (32), ha_1 (31), nand2_1 (28)"
design_power_total_mw: 1.08
netlist_instances: 272
timing.final.ws_setup_ns: 2.22
ff2ff_setup_slack_ns: 3.96
initial_antenna_violation_count: 0
fin_cells: 374
worstPathArrival_ns: 4.39
clk_path_buf_depth: 2
power_switching_share_pct: 40.4
fp.dieArea_mm2: 0.00720
setup-violations-final: 0
placeableCoreArea_mm2: 0.00649
crit_start: "sel1"
synth.yosys.seq_area_share_pct: 35.0
cts-hold-fix-buffers: 0
relSlewSlack_pct: 45.8
gr-usage-all-layers_pct: 18.2
number_of_cell_instances_after_yosys_synthesis: 272
final_hold_viol_count: 0
initialDrtViolationCount: 64
synth.distinct_cells: 56
hold_worst_slack_ns: 0.886
fmax_achieved_mhz: 229
clk-insertion-delay-late_ns: 0.28
worst_ir_drop_vdd_mv: 0.103
cts-root-buf: "clkbuf_8"
layout_top_cell: "edfxtp_1"
dpl-instance-area_mm2: 0.00305
numCtsBuffers: 5
ant_nets_after_route: 0
clkTransAtPathRegs_ns: 0.07
place_congestion: 0.869
critical_path.startpoint_type: "input port"
fin_worst_skew_ns: 0.00918
post_cts.resized_instances: 0
power_density_mw_per_mm2: 346
critPathCaptureType: "flop"
netlist_area_mm2: 0.00275
post_route_cells_drive_above_1_share_pct: 12.5
final_core_utilization_pct: 48.1
final-max-slew-violation-count: 0
detailedPlace.worstSlack_ns: 1.93
routed-via-count: 2064
place.detailed.hpwl_um: 4340
cellLeakagePower_nw: 1.31
mi_logic_area_mm2: 0.00164
wl_per_cell_um: 15.4
crit_type: "input port to flop"
area_delta_synth_final_pct: 13.8
p_switching_mw: 0.436
synth_area_per_cell_um2: 10.1
setup_total_negative_slack_ns: 0
warnings: 25
die_x_um: 84.9
n_antenna_cell: 0
final.min_clock_period_ns: 4.38
seq_power_share_pct: 31.2
timing.hold.worst.class: "flop to flop"
[worst max-delay path, cell delays in order]
cell	delay, ns
clkdlybuf4s50_1	1.00
mux2i_1	0.27
ha_1	0.21
inv_1	0.06
fa_1	0.41
a211oi_1	0.40
o21ai_1	0.21
a21boi_0	0.25
xor2_1	0.16
o21ai_0	0.10
[Yosys cell counts (2+ instances only)]
library cell | instances | area (µm²)
edfxtp_1 | 32 | 961
ha_1 | 31 | 388
nand2_1 | 28 | 105
inv_1 | 21 | 78.8
mux2i_1 | 16 | 160
o21ai_0 | 16 | 80.1
a21oi_1 | 15 | 75.1
mux2_2 | 15 | 169
nor2_1 | 10 | 37.5
a211oi_1 | 5 | 37.5
a21o_1 | 5 | 37.5
nand3_1 | 5 | 25.0
xor2_1 | 5 | 43.8
clkbuf_1 | 4 | 15.0
nand4_1 | 4 | 25.0
o31ai_1 | 4 | 30.0
nor2b_1 | 3 | 18.8
nor3_1 | 3 | 15.0
xnor2_1 | 3 | 26.3
a21boi_0 | 2 | 15.0
a21o_2 | 2 | 17.5
a21oi_2 | 2 | 17.5
a311oi_1 | 2 | 17.5
a31oi_1 | 2 | 12.5
buf_1 | 2 | 7.51
clkbuf_8 | 2 | 27.5
nand2b_1 | 2 | 12.5
o21ai_1 | 2 | 10.0
or3_1 | 2 | 12.5
[area by class of cell]
class                      count  share of cell area, %
clock inverter                 1                  0.160
clock buffer                   6                   2.32
sequential                    32                   30.8
multi-input combinational    208                   52.4
timing repair buffer          28                   8.65
inverter                      22                   2.64
tap                           77                   3.08
[worst max path at each step]
stage / to / slack [ns] / cells past startpoint
global route: B.data_out[12] / 1.97 / 10
CTS: B.data_out[8] / 2.22 / 10
finish: A.data_out[8] / 2.22 / 10
[registers in the layout (all words and copies together), names as in the netlist]
name        cells
A.data_out     16
B.data_out     16
[power by group through the flow]
stage | Clock, mW | Combinational (mW) | Sequential, mW
after CTS | 0.142 | 0.608 | 0.337
after global routing | 0.151 | 0.688 | 0.345
final | 0.138 | 0.606 | 0.337
[layer usage]
layer | share of wire [%] | routed length (µm) | global-route usage [%] | up-vias
met5 | 0 | 0 | 0 | -
met4 | 1.2 | 71 | 1.69 | 0
met3 | 3.0 | 176 | 2.86 | 5
met2 | 46 | 2690 | 31.2 | 35
met1 | 49 | 2840 | 26.6 | 956
li1 | - | - | - | 1068
[kinds of logic (layout without fill, tap and decap cells)]
kind of cell	count (synthesis)	after routing
compound gates	72	72
xor+xnor	8	8
fa+ha+maj	32	32
buf+inv	32	57
flops	32	32
mux	31	31
simple gates	65	65
